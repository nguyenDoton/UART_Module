--- design.v ---
module uart_top 
#(
    parameter sysclk = 50000000,
    parameter low_baudrate = 4800
)
(    
    input  wire       clk,
    input  wire       rst,
    input  wire [2:0] sel,        
    input  wire [7:0] tx_data_in,
    input  wire       tx_start,
    output wire       tx_out,     
    output wire       tx_done,    
    input  wire       rx_in,      
    output wire       rx_done,    
    output wire       flag,       
    output wire [7:0] rx_data_out 
);
    wire w_baud_tick;
    baud_generator #(
        .sysclk(sysclk), 
        .low_baudrate(low_baudrate)
    ) baud_gen_inst (
        .clk(clk),
        .rst(rst),
        .sel(sel),
        .baud_tick(w_baud_tick)
    );
    Tx tx_inst (
        .clk(clk),
        .rst(rst),
        .baud_tick(w_baud_tick), 
        .tx_start(tx_start),
        .transmit_data(tx_data_in),
        .tx_stop(tx_done),       
        .tx_out(tx_out)
    );
    Rx #(
        .sysclk(sysclk), 
        .low_baudrate(low_baudrate)
    ) rx_inst (
        .clk(clk),
        .rst(rst),
        .sel(sel),              
        .rx_in(rx_in),
        .rx_done(rx_done),
        .flag(flag),
        .data_received(rx_data_out)
    );
endmodule
module Tx(
    input [7:0] transmit_data,
    input baud_tick,
    input clk,
    input rst,
    input tx_start,
    output reg tx_stop,
    output reg tx_out
);
    reg [7:0] data_reg;
    reg [3:0] bit_index;
    reg [3:0] state;
    always@(posedge clk or posedge rst) begin
        if(rst) begin
            state <= 0;
            data_reg <= 0;
            tx_out <= 1;
            tx_stop <= 0;
            bit_index <= 0;
        end else begin 
            tx_stop <= 0;
            case(state)
                0: begin  
                    bit_index <= 0;
                    tx_out <= 1;
                    if(tx_start == 1) begin
                        state <= 1;
                        data_reg <= transmit_data;
                    end else begin 
                        state <= state;
                    end
                end
                1: begin   
                    tx_out <= 0;
                    if(baud_tick == 1) begin
                        state <= 2;
                    end else begin
                        state <= state;
                    end
                end
                2: begin  
                    tx_out <= data_reg[bit_index];
                    if (baud_tick == 1) begin
                        if(bit_index < 7) begin
                            bit_index <= bit_index + 1;
                        end else begin
                            bit_index <= 0;
                            state <= 3;
                        end
                    end else begin
                        state <= state;
                    end
                end
                3: begin  
                    tx_out <= ^data_reg;
                    if(baud_tick == 1) begin
                        state <= 4;
                    end else begin
                        state <= state;
                    end
                end
                4: begin  
                    tx_out <= 1;
                    if(baud_tick == 1) begin
                        tx_stop <= 1;
                        state <= 0;
                    end else begin
                        state <= state;
                    end
                end
                default: state <= 0;
            endcase
        end
    end
endmodule
module Rx #(
    parameter sysclk = 50000000,
    parameter low_baudrate = 4800
) (
    input  wire       rx_in,
    input  wire       clk,
    input  wire       rst,
    input  wire [2:0] sel,
    output reg        rx_done,
    output reg        flag,
    output reg  [7:0] data_received
);
    localparam base_baudrate = sysclk / low_baudrate;
    reg [2:0]   state;
    reg [7:0]   data_reg;
    reg [2:0]   bit_index;
    reg [13:0]  clk_count;
    wire [13:0] count_per_tick;
    assign count_per_tick = base_baudrate >> sel;
    always @(posedge clk or posedge rst) begin
        if (rst) begin
            state         <= 0;
            bit_index     <= 0;
            data_reg      <= 0;
            rx_done       <= 0;
            data_received <= 0;
            flag          <= 0;
            clk_count     <= 0;
        end else begin
            rx_done <= 0;
            case (state)
                0: begin
                    clk_count <= 0;
                    bit_index <= 0;
                    if (rx_in == 0) begin
                        state <= 1;
                    end
                end
                1: begin
                    if (clk_count == (count_per_tick >> 1)) begin
                        if (rx_in == 0) begin
                            clk_count <= 0;
                            state     <= 2;
                        end else begin
                            state <= 0;
                        end
                    end else begin
                        clk_count <= clk_count + 1;
                    end
                end
                2: begin
                    if (clk_count == count_per_tick) begin
                        clk_count <= 0;
                        data_reg[bit_index] <= rx_in;
                        if (bit_index < 7) begin
                            bit_index <= bit_index + 1;
                        end else begin
                            bit_index <= 0;
                            state     <= 3;
                        end
                    end else begin
                        clk_count <= clk_count + 1;
                    end
                end
                3: begin
                    if (clk_count == count_per_tick) begin
                        clk_count <= 0;
                        flag      <= rx_in ^ (^data_reg);
                        state     <= 4;
                    end else begin
                        clk_count <= clk_count + 1;
                    end
                end
                4: begin
                    if (clk_count == count_per_tick) begin
                        rx_done       <= 1;
                        data_received <= data_reg;
                        state         <= 0;
                    end else begin
                        clk_count <= clk_count + 1;
                    end
                end
                default: state <= 0;
            endcase
        end
    end
endmodule
module baud_generator
#(parameter sysclk = 50000000,
 parameter low_baudrate = 4800)
(
 input clk,
 input rst,
 input [2:0] sel,
 output reg baud_tick
);
 wire [13:0] count_per_tick;
 reg [13:0] count;
 integer base_baudrate = (sysclk / low_baudrate);
 assign count_per_tick = base_baudrate >> sel;
 always@(posedge clk or posedge rst) begin
    if( rst) begin
       count <= 1'b0;
       baud_tick <= 1'b0;
   end else begin
       if(count < count_per_tick-1) begin
            count <= count + 1;
            baud_tick <= 0;
       end else begin
            count <= 0;
            baud_tick <= 1'b1;
       end
   end
 end
endmodule
--- run.sh ---
#!/bin/bash
# OpenROAD 26Q1-2900-gdf79404cd8, Yosys 0.63+post, stock flow scripts
make -C /OpenROAD-flow-scripts/flow DESIGN_CONFIG=/design/flow/config.mk WORK_HOME=/design/flow/orfs finish
--- config.mk ---
export PLATFORM = sky130hd
export DESIGN_NAME = uart_top
export DESIGN_NICKNAME = uart_top
export VERILOG_FILES = /design/flow/design.v
export SDC_FILE = /design/flow/constraint.sdc
export NUM_CORES = 4
export LEC_CHECK = 1
export CORE_UTILIZATION = 50
--- constraint.sdc ---
current_design uart_top

set clk_period 4.3
set clk_io_pct 0.2

create_clock -name clk0 -period $clk_period [get_ports {clk}]

set non_clock_inputs [all_inputs -no_clocks]
set_input_delay [expr $clk_period * $clk_io_pct] -clock clk0 $non_clock_inputs
set_output_delay [expr $clk_period * $clk_io_pct] -clock clk0 [all_outputs]
==> out/qor.csv <==
metric;value;unit
cts_tree;yes;
die_x;102;um
edf_count;0;
top_area_frac;0.359;
top_regs;baud_gen_inst.count: 14 flops, rx_inst.clk_count: 14 flops;
ys_cells;533;
clk_latency;0.35;ns
overflow;0;
antenna_found_initial;0;
io_pins;27;
post_dp_cell_area;5500;sq um
dr.first_iter.drc_count;180;
ant_nets;0;
fp.coreArea;9420;sq um
post_cts_buffers;0;
synthTopCellsByArea;dfrtp_1, ha_1, xnor2_1;
netlist_top_cells_count;dfrtp_1, nand2_1, nor2_1, inv_1, o21ai_0;
clock.fmax;0.244;GHz
cts_max_path_buffers;2;
synth_top_cell_by_area;dfrtp_1;
route.detailed.drc;0;
fin_skew;0.0113;ns
grt_pass1_vias;3557;
hpwl;7570;um
fp-row-count;35;
ctsResizeCount;0;
setup_viol;0;
diodes;0;
drv_cap;0;
status;finished, final reports clean;
hold_viol;0;
fin_util;0.607;
warning_count;32;
worst-r2r-setup-slack;1.06;ns
slew_violations;0;
syn_inst;533;
fp_util;0.526;
htreeDepth;3;
post-synth-top-count-cell;dfrtp_1;
final_area;5710;sq um
critPathMaxFanout;6;
reg2regPathDepth;8;
ys.flops;74;
rsz0062_at_grt;no;
syn_avg_cell_area;9.29;sq um
final.period_utilization;0.954;
ys_area;4950;sq um
ys_seq_frac;0.375;
routed-via-count;3899;
area_growth;15.4;%
min_period;4.10;ns
max_slew_margin;0.527;
numCtsBuffers;9;
hold_class;reg2reg;
cts_hold_buf;0;
cts.clk_slew.worst_paths;0.08;ns
ys_warn_count;3;
grt_pass1_wl;17600;um
via_per_inst;5.50;
clock-sinks;74;
cts_root_buf;clkbuf_8;
grt_usage;0.223;
ff_type;dfrtp_1;
hold_depth;2;
dr.pass1.iters;5;
endpoint_kind;flip-flop;
chip_area;10300;sq um
gp_congestion;0.933;
layout-drive-gt1-share;0.164;
critPathSlowestCell;or4_4;
power.leakage;2.61;nW
crit_required;4.53;ns
grt_max_degree;41;
arrival;4.33;ns
synth_area;4950;sq um
io_buffer_count;26;
vdd_drop_max;0.000322;V
crit_chain;clkdlybuf4s50_1, inv_1, ha_1, xnor2_1, o2111ai_1, a32o_1, or4_4, or3_1, or2_1, nor4b_4, mux2_1;
worst_pin_slew;0.708;ns
cpPeakStageDelay;0.51;ns
crit_type;in2reg;
synth_cell_types;72;
drt-total-wl;10400;um
power_density;388;nW/um^2
die_h;102;um
async_flop_share;1.00;
cp-start-kind;input pin;
wire_per_inst;14.7;um
[through the flow]
stage | setup TNS [ns] | total power [W] | hold WS [ns] | worst slack (ns) | cells
2_1_floorplan | 0 | 0.00146 | 0.414 | 0.195 | 533
3_3_place_gp | -0.562 | 0.00165 | 0.451 | -0.151 | 693
3_5_place_dp | -0.582 | 0.00166 | 0.455 | -0.160 | 693
4_1_cts | 0 | 0.00225 | 0.476 | 0.203 | 709
5_1_grt | 0 | 0.00238 | 0.494 | 0.00341 | 709
6_report | 0 | 0.00222 | 0.472 | 0.200 | 709
[area by class of cell]
cell class / count / area (sq um)
Tap cell: 129 / 161
Inverter: 29 / 109
Clock buffer: 10 / 138
Clock inverter: 6 / 72.6
Fill cell: 800 / 3700
Sequential cell: 74 / 1860
Multi-Input combinational cell: 398 / 2810
Timing Repair Buffer: 63 / 563
[critical path: cells and delay by family]
family / cells / cell delay [ns]
AND-OR/OR-AND: 2 / 0.44
XOR/XNOR: 1 / 0.22
adder cells (fa/ha/maj): 1 / 0.32
buffers and inverters: 2 / 0.56
multiplexers: 1 / 0.34
AND/OR/NAND/NOR: 4 / 1.60
[routing by layer]
| layer | wire length [um] | track usage | up-vias | part of all wire |
|---|---|---|---|---|
| li1 | - | - | 1962 | - |
| met1 | 5340 | 0.372 | 1860 | 0.51 |
| met2 | 4610 | 0.335 | 72 | 0.44 |
| met3 | 369 | 0.0294 | 5 | 0.036 |
| met4 | 74 | 0.0145 | 0 | 0.0071 |
| met5 | 0 | 0 | - | 0 |
[power by group]
group          total [W]  internal [W]  switching, W
clock           0.000572      0.000290      0.000282
combinational   0.000739      0.000361      0.000378
sequential      0.000905      0.000784      0.000121
total            0.00222       0.00144      0.000782
[cells in the final DEF, fill, tap and decap left out, types with 3 or more instances in the layout]
cell type / count
inv_1: 28
o21bai_1: 3
o31ai_1: 7
nand3_1: 17
o21ai_2: 9
a21oi_1: 17
nand2_1: 53
or2_2: 3
nor3_1: 10
o2111ai_1: 3
a21o_1: 5
clkdlybuf4s50_1: 26
nor2_1: 35
xnor2_1: 24
o21a_1: 5
nand2b_1: 6
dfrtp_1: 71
nand4_1: 5
mux2_2: 14
ha_1: 26
a31oi_1: 5
and3_1: 16
clkbuf_8: 10
a22o_1: 14
and2_1: 5
o21ai_0: 29
buf_4: 35
nor2b_1: 10
o211ai_1: 4
xor2_1: 24
dfstp_2: 3
[logic make-up after synthesis]
kind of cell | synth area share
AND/OR/NAND/NOR | 0.190
buffers and inverters | 0.0571
flip-flops | 0.375
adder cells (fa/ha/maj) | 0.0657
AND-OR/OR-AND | 0.180
XOR/XNOR | 0.0849
multiplexers | 0.0472
[path summary, 6_finish.rpt]
kind | start | endpoint
setup / recovery | sel[0] | rx_inst.data_reg[4]
hold / removal | rx_inst.data_received[7] | rx_inst.data_received[7]
setup reg to reg | rx_inst.clk_count[4] | rx_inst.data_reg[4]
hold reg to reg | rx_inst.data_received[7] | rx_inst.data_received[7]
max in group asynchronous | rst | rx_inst.state[0]
min in group asynchronous | rst | tx_inst.tx_stop
Power and IR drop assume default switching activity.
